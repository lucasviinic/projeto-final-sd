===== flow/design.v =====
module safecrack_fsm (
    input  logic       clk,
    input  logic       rstn,
    input  logic [2:0] btn,         
    output logic led_green1,
	 output logic led_green2,
    output logic led_green3,	  
    output logic led_red      
);
    typedef enum logic [5:0] {
        S0       = 6'b000001,   
        S1       = 6'b000010,   
        S2       = 6'b000100,   
        ERROR    = 6'b001000,   
        SUCCESS  = 6'b010000,   
        IDLE     = 6'b100000    
    } state_t;
    state_t state, next_state;
    logic [2:0] btn_prev, btn_edge, btn_pos;
    logic       any_btn_edge;
    localparam int MAX_DELAY     = 250_000_000;   
    logic [$clog2(MAX_DELAY)-1:0] delay_cnt, next_delay_cnt;
     always_comb begin
        btn_pos	= ~btn;  
        btn_edge = btn_pos & ~btn_prev;  
        any_btn_edge = (|btn_edge);  
     end 
    always_ff @(posedge clk or negedge rstn) begin
        if (~rstn) begin
            btn_prev    <= 3'b000;
            delay_cnt   <= '0;
            state       <= S0;
        end
        else begin
            btn_prev    <= btn_pos;
            delay_cnt   <= next_delay_cnt;
            state       <= next_state;
        end
    end
    always_comb begin
        next_state     = state;
        next_delay_cnt = delay_cnt;
        unique case (state)
            S0: begin
                if (btn_edge == 3'b001) begin
                    next_state = S1;
                end else if (any_btn_edge) begin
                    next_state = ERROR;
                    next_delay_cnt = 250000000;
                end
            end
            S1: begin
                if (btn_edge == 3'b010) begin
                    next_state = S2;
                end else if (any_btn_edge) begin
                    next_state = ERROR;
                    next_delay_cnt = 250000000;
                end
            end
            S2: begin
                if (btn_edge == 3'b100) begin
                    next_state = SUCCESS;
                    next_delay_cnt = 250000000;
                end else if (any_btn_edge) begin
                    next_state = ERROR;
                    next_delay_cnt = 250000000;
                end
            end
            ERROR: begin
                if (delay_cnt > 100000000) begin
                    next_delay_cnt = delay_cnt - 1;
                end else begin
                    next_state = S0;
                    next_delay_cnt = 250000000;
                end
            end
            SUCCESS: begin
                if (delay_cnt > 0) begin
                    next_delay_cnt = delay_cnt - 1;
                end else begin
                    next_state = S0;
                    next_delay_cnt = 250000000;
                end
            end
            IDLE: begin
                next_state = S0;
            end
            default: next_state = S0;
        endcase
    end
    always_comb begin
		  led_green1 = (state == S0 || state == SUCCESS);
		  led_green2 = (state == S1 || state == SUCCESS);
		  led_green3 = (state == S2 || state == SUCCESS);
		  led_red = (state == ERROR);
    end
endmodule

===== flow/run.sh =====
#!/bin/bash
# OpenROAD 26Q1-2900-gdf79404cd8, Yosys 0.63+post, stock flow scripts
make -C /OpenROAD-flow-scripts/flow DESIGN_CONFIG=/design/flow/config.mk WORK_HOME=/design/flow/orfs finish

===== flow/config.mk =====
export PLATFORM = sky130hd
export DESIGN_NAME = safecrack_fsm
export DESIGN_NICKNAME = safecrack_fsm
export VERILOG_FILES = /design/flow/design.v
export SDC_FILE = /design/flow/constraint.sdc
export NUM_CORES = 4
export LEC_CHECK = 1
export CORE_UTILIZATION = 50

===== flow/constraint.sdc =====
current_design safecrack_fsm

set clk_period 6.9
set clk_io_pct 0.2

create_clock -name clk0 -period $clk_period [get_ports {clk}]

set non_clock_inputs [all_inputs -no_clocks]
set_input_delay [expr $clk_period * $clk_io_pct] -clock clk0 $non_clock_inputs
set_output_delay [expr $clk_period * $clk_io_pct] -clock clk0 [all_outputs]

==> impl_metrics.tcl <==
# metrics dict for downstream scripts
set metrics [dict create \
    rows 24 \
    clk_path_buf_depth 2 \
    cts_hold_buf 0 \
    clock_latency_ns 0.29 \
    max_stage_delay_ns 0.63 \
    wirelength_mm 5.451 \
    dp_cells 314 \
    min_period_over_period 0.5484 \
    cts_tree "built" \
    grt_overflow_total 0 \
    power.density_mw_per_mm2 258.6 \
    die_h_um 69.30 \
    synth_seq_share 0.3983 \
    rsz0062_at_grt "false" \
    vdd.ir_drop.worst_uv 200.3 \
    setup_violations 0 \
    power_frac_comb 0.250 \
    drc 0 \
    ys_ff 36 \
    io_buffers 8 \
    startpoint_type "input pin" \
    slew_viol_final 0 \
    yosysWarnings 1 \
    cts_root_buf "clkbuf_8" \
    ctsResizeCount 0 \
    relSlewSlack 0.3903 \
    p_leak_nw 0.9281 \
    grt_usage 0.2481 \
    syn_avg_cell_area_um2 8.644 \
    seqPwrFrac 0.521 \
    final_antenna_net_count 0 \
    clkTransAtPathRegs_ns 0.07 \
    wl_per_cell_um 16.98 \
    fin_skew_ns 0.009601 \
    critical_path_class "in -> reg" \
    edf_count 0 \
    worst_slew_pin_slew_ns 0.9112 \
    antenna_cells 0 \
    cts.sinks 36 \
    fin_cells 321 \
    coreArea_mm2 0.004354 \
    grt_max_degree 37 \
    synth.distinct_cells 56 \
    tool_warnings 25 \
    gp_congestion 0.8757 \
    hpwl_mm 3.864 \
    ff_type "dfrtp_1" \
    async_flop_share 1.000 \
    vias 2003 \
    worst-path-buf-inv 1 \
    die_w_um 69.30 \
    ys_area_mm2 0.002265 \
    grt_pass1_vias 1820 \
    r2r_setup_slack_ns 3.60 \
    fmax_mhz 264.3 \
    path_cells "clkdlybuf4s50_1 > or3b_1 > mux2_2 > o22ai_2 > nor2_1 > a32o_1" \
    swShare 0.3606 \
    hp-class "reg -> reg" \
    power_switching_uw 225.3 \
    post-cts-setup-buffers 0 \
    vias_per_cell 6.240 \
    drt_iter0_drc 129 \
    yosys_cells 262 \
    p_int_uw 399.5 \
    status "finished, final reports clean" \
    hold_viol 0 \
    antenna_found_initial 0 \
    cp_max_fo 16 \
    design_area_mm2 0.002416 \
    drt_pass1_iterations 5 \
    grt_pass1_wl_mm 9.204 \
    htree_levels 2 \
    p_clk_frac 0.229 \
    cp.arrival_ns 3.96 \
    synth_area_mm2 0.002265 \
    cp_slowest_cell "o22ai_2" \
    area_growth_pct 6.685 \
    drive_gt1_frac 0.1004 \
    cts_made_buffers 5 \
    drv_cap 0 \
    critical_path_required_ns 7.08 \
    synth_cells 262 \
    num_io_pins 9 \
    fin_crit_ns 3.784 \
    critical-path-top-delay-family "AND-OR/OR-AND gates" \
    setup_tns_ns 0 \
    end_kind "flop" \
    post_dp_cell_area_mm2 0.002338 \
    fp_util 0.5201 \
    dieArea_mm2 0.004802 \
]
==> power groups by stage <==
| stage | logic (mW) | clock network (mW) | registers [mW] |
|---|---|---|---|
| after CTS | 0.157 | 0.148 | 0.324 |
| after global routing | 0.182 | 0.157 | 0.335 |
| final | 0.156 | 0.143 | 0.326 |
==> flip-flops by register name (all words and copies together), names as in the netlist <==
signal	cells
btn_prev	3
delay_cnt	28
state	5
==> metrics by stage <==
step	power, mW	worst slack (ns)	hold slack (ns)	util
after floorplan	0.4505	4.013	0.4631	-
after global placement	0.4841	2.901	0.5048	0.5371
after detailed placement	0.4840	2.838	0.4975	0.5371
after CTS	0.6291	3.153	0.5107	0.5549
after global routing	0.6749	2.979	0.5478	0.5549
final	0.6248	3.116	0.5092	0.5549
==> per-layer routing <==
| metal | track usage | part of all wire |
|---|---|---|
| met5 | 0 | 0 |
| met4 | 0.02948 | 0.012 |
| met3 | 0.03392 | 0.067 |
| met2 | 0.3819 | 0.45 |
| met1 | 0.4004 | 0.47 |
==> layout by cell type (no fill, tap or decap), types with 6 or more instances in the layout <==
cell type,count
clkdlybuf4s50_1,7
dfrtp_1,35
nor2_1,27
a21oi_1,10
o21ai_0,27
a31oi_1,6
nand3_1,6
inv_1,11
nand2_1,27
nor4_1,8
nor3_1,17
o31ai_1,7
==> final timing paths <==
kind	depth (start not counted)	end	startpoint
setup / recovery	6	delay_cnt[11]	btn[1]
hold / removal	2	state[0]	state[0]
setup reg to reg	7	delay_cnt[5]	delay_cnt[25]
hold reg to reg	2	state[0]	state[0]
max in group asynchronous	2	state[0]	rstn
min in group asynchronous	2	delay_cnt[15]	rstn
==> worst min-delay path: stages (launching register included) <==
cell	delay, ns
dfstp_2	0.40
nand2_1	0.06
nand2_1	0.05
==> cell usage after synthesis, types with 3 or more instances <==
master / n / area (µm²)
nand2b_1: 3 / 18.77
nor3_1: 17 / 85.08
or2_2: 5 / 31.28
a32o_1: 3 / 30.03
nand2_1: 27 / 101.4
o41ai_1: 4 / 35.03
a31oi_1: 6 / 37.54
or4_1: 5 / 37.54
buf_6: 4 / 45.04
a22o_1: 5 / 43.79
or3_1: 3 / 18.77
o21ai_0: 27 / 135.1
inv_1: 11 / 41.29
nor4_1: 8 / 50.05
nand3_1: 6 / 30.03
dfrtp_1: 35 / 875.8
nor2_1: 27 / 101.4
a21oi_1: 10 / 50.05
o31ai_1: 7 / 52.55
==> logic make-up after synthesis <==
logic type / synth area share
flops: 0.3983
compound gates: 0.2321
buf+inv: 0.05414
fa+ha+maj: 0.005524
xor+xnor: 0.01547
mux: 0.009392
simple gates: 0.2851
==> cell type report <==
type	count	area, µm²
fill	418	1938
multi-input combinational	205	1240
sequential	36	902.1
timing repair buffer	10	90.09
clock buffer	6	72.57
tap	52	65.06
inverter	11	41.29
clock inverter	1	5.005
No activity file was given, so power comes from the tool's default toggle rates.
